==> ./design.v <==
module top(clk, start,i, socin1
  ,socin2
  ,socin3
  ,socin4,
  socout1
  ,socout2
  ,socout3
  ,socout4
  ,outReady);
  input i;
  input start;
  input clk;
  input socin1;
  input socin2;
  input socin3;
  input socin4;
  output socout1;
  output socout2;
  output socout3;
  output socout4;
  output outReady;
wire loadOut1
  ,loadOut2
  ,loadOut3
  ,loadOut4
  ,shft
  ,clrCount1
  ,loadDivide1
  ,loadDivide2
  ,loadMultiply
  ,divideDone1
  ,divideDone2
  ,multiplyDone
  ,ngtv
  ,loaded;
  wire [1:0] sel2;
  CONTROLPATH z0 (
   loadOut1
  ,loadOut2
  ,loadOut3
  ,loadOut4
  ,shft
  ,clrCount1
  ,sel2
  ,loadDivide1
  ,loadDivide2
  ,loadMultiply
  ,divideDone1
  ,divideDone2
  ,multiplyDone
  ,ngtv
  ,loaded
  ,start
  ,clk
  ,outDone
);
 DATAPATH z1 (
   i
  ,clk
  ,socin1
  ,socin2
  ,socin3
  ,socin4
  ,shft
  ,loadOut1
  ,loadOut2
  ,loadOut3
  ,loadOut4
  ,clrCount1
  ,sel2
  ,loadDivide1
  ,loadDivide2
  ,loadMultiply
  ,socout1
  ,socout2
  ,socout3
  ,socout4
  ,divideDone1
  ,divideDone2
  ,multiplyDone
  ,outDone
  ,outReady
  ,loaded
  ,ngtv
);
endmodule
module CONTROLPATH(
   loadOut1
  ,loadOut2
  ,loadOut3
  ,loadOut4
  ,shft
  ,clrCount1
  ,sel2
  ,loadDivide1
  ,loadDivide2
  ,loadMultiply
  ,divideDone1
  ,divideDone2
  ,multiplyDone
  ,ngtv
  ,loaded
  ,start
  ,clk
  ,outDone
);
  input clk;
  input divideDone1;
  input divideDone2;
  input loaded;
  input multiplyDone;
  input ngtv;
  input start;
  input outDone;
  output reg loadOut1;
  output reg loadOut2;
  output reg loadOut3;
  output reg loadOut4;
  output reg clrCount1;
  output reg [1:0] sel2;
  output reg shft;
  output reg loadDivide1;
  output reg loadDivide2;
  output reg loadMultiply;
  reg [4:0] state;
  parameter S0=5'b00000,S1=5'b00001,S2=5'b00010,S3=5'b00011,S4=5'b00100,S5=5'b00101,S6=5'b00110,S7=5'b00111,S8=5'b01000,S9=5'b01001, S10=5'b01010,S11=5'b01011,S12=5'b01100,S13=5'b01101,S14=5'b01110,S15=5'b01111,S16=5'b10000,S17=5'b10001,S18=5'b10010,S19=5'b10011, S20=5'b10100,S21=5'b10101,S22=5'b10110,S23=5'b10111,S24=5'b11000,S25=5'b11001;
  always@(posedge clk)
    case(state)
      S0: if(start == 1) state <= S1;
      S1: state <= S2;  
      S2: if(loaded) begin if(!ngtv) state <= S3; else state <= S24; end  
      S3: state <= S4;  
      S4: if(divideDone2) state <= S5;  
      S5: state <= S6;  
      S6: if(multiplyDone) state <= S7;  
      S7: state <= S8;  
      S8: state <= S9;  
      S9: if(divideDone2) state <= S10;  
      S10: state <= S11;  
      S11: if(multiplyDone) state <= S12;  
      S12: state <= S13;  
      S13: state <= S14;  
      S14: if(divideDone2) state <= S15;  
      S15: state <= S16;  
      S16: if(multiplyDone) state <= S17;  
      S17: state <= S18;  
      S18: state <= S19;  
      S19: if(divideDone2) state <= S20;  
      S20: state <= S21;  
      S21: if(multiplyDone) state <= S22;  
      S22: state <= S23;  
      S23: if(outDone) state <= S0;
      S24: state <= S25;  
      S25: if(divideDone1) state <= S3;
  default: state <= S0;
    endcase
  always@(state)
    case(state)
      S0: begin loadOut1=0;loadOut2=0;loadOut3=0;loadOut4=0;clrCount1=0;sel2=0;loadDivide1=0;loadDivide2=0;loadMultiply=0;shft=0; end
      S1: clrCount1=1;
      S2: clrCount1=0;
      S3: begin sel2=0;loadDivide2=1;end
      S4: loadDivide2=0;
      S5: loadMultiply=1;
      S6: loadMultiply=0;
      S7: loadOut1=1;
      S8: begin sel2=1;loadOut1=0;loadDivide2=1; end
      S9: loadDivide2=0;
      S10: loadMultiply=1;
      S11: loadMultiply=0;
      S12: loadOut2=1;
      S13: begin sel2=2;loadOut2=0;loadDivide2=1; end
      S14: loadDivide2=0;
      S15: loadMultiply=1;
      S16: loadMultiply=0;
      S17: loadOut3=1;
      S18: begin sel2=3;loadOut3=0;loadDivide2=1; end
      S19: loadDivide2=0;
      S20: loadMultiply=1;
      S21: loadMultiply=0;
      S22: loadOut4=1;
      S23: begin loadOut4=0; shft=1; end
      S24: loadDivide1=1;
      S25: loadDivide1=0;
    endcase
endmodule
module DATAPATH(
   i
  ,clk
  ,socin1
  ,socin2
  ,socin3
  ,socin4
  ,shft
  ,loadOut1
  ,loadOut2
  ,loadOut3
  ,loadOut4
  ,clrCount1
  ,sel2
  ,loadDivide1
  ,loadDivide2
  ,loadMultiply
  ,socout1
  ,socout2
  ,socout3
  ,socout4
  ,divideDone1
  ,divideDone2
  ,multiplyDone
  ,outDone
  ,outReady
  ,loaded
  ,ngtv
);
  input i;
  input clk;
  input socin1;
  input socin2;
  input socin3;
  input socin4;
  input loadOut1;
  input loadOut2;
  input loadOut3;
  input loadOut4;
  input shft;
  input clrCount1;
  input loadMultiply;
  input loadDivide1;
  input loadDivide2;
  input [1:0] sel2;
  output socout1;
  output ngtv;
  output loaded;
  output socout2;
  output socout3;
  output socout4;
  output divideDone1;
  output divideDone2;
  output outDone;
  output outReady;
  output multiplyDone;
  wire ld1;
  wire ld2;
  wire clk1;
  wire clk2;
  wire [12:0] current;
  wire [9:0] soc1;
  wire [9:0] soc2;
  wire [9:0] soc3;
  wire [9:0] soc4;
  wire [3:0] count;
  wire [10:0] soc_1;
  wire [10:0] soc_2;
  wire [10:0] soc_3;
  wire [10:0] soc_4;
  wire [43:0] mux_out;
  wire [12:0] sum_out;
  wire [25:0] multiplyOut;
  wire outDone1;
  wire outDone2;
  wire outDone3;
  wire outDone4;
  wire outReady1;
  wire outReady2;
  wire outReady3;
  wire outReady4;
  assign outReady = outReady1&outReady2&outReady3&outReady4;
  assign outDone  = outDone1&outDone2&outDone3&outDone4;
  assign clk1 = ld1&clk;
  assign loaded = !ld1;
  assign clk2 = ld2&clk;
  assign sel = current[12];
  assign ngtv = current[12];
  wire [12:0] divideOut;
  wire [12:0] divideIn;
  wire divideDone11;
  wire divideDone12;
  wire divideDone13;
  wire divideDone14;
  wire s1;
  wire s2;
  wire s3;
  wire s4;
  wire [10:0] soc_11;
  wire [10:0] soc_22;
  wire [10:0] soc_33;
  wire [10:0] soc_44;
  assign s1 = |{1'b0,soc1};
  assign s2 = |{1'b0,soc2};
  assign s3 = |{1'b0,soc3};
  assign s4 = |{1'b0,soc4};
  assign divideDone1 = divideDone11&divideDone12&divideDone13&divideDone14;
  SIPO13     S1(current,i,clk1);
  SIPO10     S2(soc1,socin1,clk2);
  SIPO10     S3(soc2,socin2,clk2);
  SIPO10     S4(soc3,socin3,clk2);
  SIPO10     S5(soc4,socin4,clk2);
  COUNTER1   A1(count,clk,clrCount1);
  COMPARATOR C1(count,ld1,ld2);
  DIVIDER1    A2(soc_1,divideDone11,10'd1,soc1,loadDivide1,clk);
  DIVIDER1    A3(soc_2,divideDone12,10'd1,soc2,loadDivide1,clk);
  DIVIDER1    A4(soc_3,divideDone13,10'd1,soc3,loadDivide1,clk);
  DIVIDER1    A5(soc_4,divideDone14,10'd1,soc4,loadDivide1,clk);
  DIVIDER2    A6(divideIn,sum_out,divideOut,loadDivide2,clk,divideDone2);
  MUX1       M1({1'b0,soc1},{1'b0,soc2},{1'b0,soc3},{1'b0,soc4},soc_11,soc_22,soc_33,soc_44,mux_out,sel);
  MUX2       M2(mux_out[43:33],mux_out[32:22],mux_out[21:11],mux_out[10:0],divideIn,sel2);
  MUX3       M3(11'b0,soc_1,s1,soc_11);
  MUX3       M4(11'b0,soc_2,s2,soc_22);
  MUX3       M5(11'b0,soc_3,s3,soc_33);
  MUX3       M6(11'b0,soc_4,s4,soc_44);
  ADDER      W1(mux_out[43:33],mux_out[32:22],mux_out[21:11],mux_out[10:0],sum_out);
  BOOTH      B1(current,{1'b0,divideOut[12:1]},multiplyOut,loadMultiply,clk,multiplyDone);
  PISO       P1(multiplyOut[23:11],socout1,clk,loadOut1,outDone1,outReady1,shft);
  PISO       P2(multiplyOut[23:11],socout2,clk,loadOut2,outDone2,outReady2,shft);
  PISO       P3(multiplyOut[23:11],socout3,clk,loadOut3,outDone3,outReady3,shft);
  PISO       P4(multiplyOut[23:11],socout4,clk,loadOut4,outDone4,outReady4,shft);
endmodule
module SIPO13(d_out,d_in,clk);
  input d_in,clk;
  output [12:0] d_out;
  reg [12:0] out;
  assign d_out = out;
  always@(posedge clk)
    begin
      out[12] <= d_in;
      out[11:0] <= out[12:1];
    end
endmodule
module SIPO10(d_out,d_in,clk);  
  input d_in,clk;
  output [9:0] d_out;
  reg [9:0] out;
  assign d_out = out;
  always@(posedge clk)
    begin
      out[9] <= d_in;
      out[8:0] <= out[9:1];
    end
endmodule
module COUNTER1(d_out,clk,clr);
  input clk,clr;
  output reg [3:0] d_out;
  always@(posedge clk)
    begin
      if(clr)
        d_out <= 0;
      else if(d_out < 13)
        #1 d_out <= d_out + 1;
    end
endmodule
module COMPARATOR(din,ld1,ld2);
  input [3:0] din;
  output ld1,ld2;
  assign ld1 = din<13;
  assign ld2 = din<10;
endmodule
module DIVIDER1(d_out,divideDone,numerator,denominator,load,clk);
  input [9:0] numerator,denominator;
  input load,clk;
  output divideDone;
  output [10:0] d_out;  
  reg [3:0] count;  
  reg [10:0] A;  
  reg [10:0] Q;  
  reg [9:0] M;  
  wire [10:0]AM;
  assign AM = A-M;
  assign d_out = Q;
  assign divideDone = (count==10);
  always@(posedge clk)
    begin
      if(load==1)
        begin
          count <= 0;
          A <= {1'b0,numerator};
          M <= denominator;
          Q <= 0;
        end
      else if(count < 11)
        begin
          count <= count +1 ;
          if(A<M)
            begin 
             Q <= Q << 1;
             A <= A << 1;
            end
          else
            begin
              Q <= {Q[9:0],1'b1};
              A <= {AM[9:0],1'b0};
            end
        end
    end
endmodule
module DIVIDER2(numerator,denominator,d_out,load,clk,divideDone);
  input [12:0] numerator,denominator;
  input load,clk;
  output [12:0] d_out;
  output divideDone;
  reg [12:0] Q;
  reg[13:0] A;
  reg [12:0] M;
  reg [3:0] count;
  wire [13:0] AM;
  assign AM = A-M;
  assign d_out = Q;
  assign divideDone = (count==13);
  always@(posedge clk)
    begin
      if(load)
        begin
          count <= 0;
          Q <= 0;
          M <= denominator;
          A <= {1'b0,numerator};
        end
      else if(count < 13)
        begin
          count <= count+1;
          if(A < M)
            begin
              Q <= Q << 1;
              A <= A << 1;
            end
          else 
            begin
              A <= {AM[12:0],1'b0};
              Q <= {Q[12:0],1'b1};
            end
         end
    end
endmodule
module ADDER(in1,in2,in3,in4,out);
  input [10:0] in1;
  input [10:0] in2;
  input [10:0] in3;
  input [10:0] in4;
  output reg [12:0] out;
  always@(*)
    out = {2'b00,in1}+{2'b00,in2}+{2'b00,in3}+{2'b00,in4};
endmodule
module MUX1(in1,in2,in3,in4,in5,in6,in7,in8,out,sel);
  input [10:0] in1;
  input [10:0] in2;
  input [10:0] in3;
  input [10:0] in4;
  input [10:0] in5;
  input [10:0] in6;
  input [10:0] in7;
  input [10:0] in8;
  input sel;
  output reg [43:0] out;
  always@(*)
    out = sel ? {in5,in6,in7,in8}:{in1,in2,in3,in4};
endmodule
module MUX2(in1,in2,in3,in4,out,sel);
  input [10:0] in1;
  input [10:0] in2;
  input [10:0] in3;
  input [10:0] in4;
  input [1:0] sel;
  output reg [10:0] out;
  always@(*)
    case(sel)
      2'b00: out[10:0] = in1[10:0];
      2'b01: out[10:0] = in2[10:0];
      2'b10: out[10:0] = in3[10:0];
      2'b11: out[10:0] = in4[10:0];
    endcase
endmodule
module MUX3(in1,in2,sel,out);
  input [10:0] in1;
  input [10:0] in2;
  input sel;
  output reg [10:0] out;
  always@(*)
    out = sel ? in2:in1;
endmodule
module BOOTH(in1,in2,out,load,clk,done);
  input [12:0] in1,in2;
  input clk,load;
  output [25:0] out;
  output done;
  reg [12:0] A;
  reg [12:0] Q;
  reg [12:0] M;
  wire [12:0] AM1;
  wire [12:0] AM2;
  assign AM1 = A+M;
  assign AM2 = A-M;
  assign out = {A,Q};
  reg [3:0] count;
  reg Q_1;
  assign done = (count==13);
  always@(posedge clk)
    begin
      if(load)
        begin
          count <= 0;
          A <= 0;
          M <= in1;
          Q <= in2;
          Q_1 <= 0;
        end
      else if(count < 13)
        begin
          count <= count + 1;
          if(in2 == 4096)
            begin
            A<= 0;
          	Q <= in1;
            end
          else if({Q[0],Q_1} == 2'b00 | {Q[0],Q_1} == 2'b11)
             begin
               A <= {A[12],A[12:1]};
               Q <= {A[0],Q[12:1]};
               Q_1 <= Q[0];
             end
          else if({Q[0],Q_1} == 2'b01)
            begin
              A <= {AM1[12],AM1[12:1]};
              Q <= {AM1[0],Q[12:1]};
              Q_1 <= Q[0];
            end
          else
            begin
              A <= {AM2[12],AM2[12:1]};
              Q <= {AM2[0],Q[12:1]};
              Q_1 <= Q[0];
            end
        end 
    end
endmodule
module PISO(d_in,d_out,clk,load,done,ready,shft);
  input [12:0] d_in;
  input clk;
  input load;
  input shft;
  output d_out;
  output done;
  output ready;
  reg [12:0] out;
  reg [4:0] count;
  assign d_out = out[0];
  assign done = count==13;
  assign ready = !done;
  always@(posedge clk)
    begin
      if(load)
        begin
          out <= d_in;
          count <= 1;
        end
      else if(count < 13 & shft)
        begin
        count <= count+1;
          out <= out >>1;
        end
    end
endmodule
==> ./run.sh <==
#!/bin/bash
# OpenROAD 26Q1-2900-gdf79404cd8, Yosys 0.63+post, stock flow scripts
make -C /OpenROAD-flow-scripts/flow DESIGN_CONFIG=/design/flow/config.mk WORK_HOME=/design/flow/orfs finish
==> ./config.mk <==
export PLATFORM = sky130hd
export DESIGN_NAME = top
export DESIGN_NICKNAME = top
export VERILOG_FILES = /design/flow/design.v
export SDC_FILE = /design/flow/constraint.sdc
export NUM_CORES = 4
export LEC_CHECK = 1
export CORE_UTILIZATION = 40
==> ./constraint.sdc <==
current_design top

set clk_period 8.4
set clk_io_pct 0.2

create_clock -name clk0 -period $clk_period [get_ports {clk}]

set non_clock_inputs [all_inputs -no_clocks]
set_input_delay [expr $clk_period * $clk_io_pct] -clock clk0 $non_clock_inputs
set_output_delay [expr $clk_period * $clk_io_pct] -clock clk0 [all_outputs]
==> insert_results.sql <==
-- load yosys + openroad results
INSERT INTO impl_metrics (metric_group, metric, value, unit) VALUES
('synth', 'post-synth-top-area-fraction', '22.1', '%'),
('cts', 'clkLatencyLatePin', '0.71', 'ns'),
('synth', 'compound_area_share', '17.2', '%'),
('sta', 'rsz_0062_raised_after_global_routing', 'false', ''),
('synth', 'synthesis.yosys.warnings', '15', ''),
('synth', 'post_synth_instance_area', '19900', 'µm²'),
('die', 'chip_area', '50700', 'µm²'),
('sta', 'final_max_slew_viol_count', '0', ''),
('placed_design', 'hpwlAfterDp', '29100', 'µm'),
('synth', 'synth.area.mux_share', '4.59', '%'),
('synth', 'ys_cells', '2063', ''),
('min_path', 'hp-start', 'z1.A1.d_out[1]', ''),
('synth', 'synthesized_instance_count', '2063', ''),
('finish', 'num-fill-cells', '4447', ''),
('route', 'routed_via_density', '5.35', ''),
('synth', 'synth-area-yosys', '19900', 'µm²'),
('synth', 'synthTopLogicFamily', 'AND-OR/OR-AND gates', ''),
('sta', 'finalHoldViolations', '0', ''),
('route', 'route.final.wire_length', '43100', 'µm'),
('synth', 'post_synth_and_or_nand_nor_area_fraction', '15.8', '%'),
('cts', 'cts_tree', 'built', ''),
('grt', 'global_route_overflow', '0', ''),
('die', 'fp-utilization', '40.6', '%'),
('run', 'tool_warnings', '50', ''),
('worst_setup_path', 'crit_start', 'z1.A1.d_out[3]', ''),
('route', 'drtPass1Iterations', '5', ''),
('grt', 'largest_net_degree_at_the_start_of_global_routing', '73', ''),
('worst_setup_path', 'worstSetupStartpointType', 'flip-flop', ''),
('outcome', 'run_status', 'completed', ''),
('min_path', 'hold_path.class', 'flip-flop to clock gate', ''),
('sta', 'actual_slew_at_the_worst_max_slew_pin', '0.897', 'ns'),
('power', 'vdd_ir_drop_max', '177', 'µV'),
('sta', 'count_of_unclocked_register_or_latch_pins', '11', ''),
('die', 'core-area', '49100', 'µm²'),
('die', 'placementRows', '81', ''),
('cts', 'clock_transition_at_the_register_clock_pins_on_the_worst_setup_and_hold_paths_after_cts', '0.05', 'ns'),
('grt', 'antenna_found_initial', '2', ''),
('grt', 'vias_in_the_first_global_route', '14034', ''),
('die', 'die_x', '225', 'µm'),
('synth', 'async_flop_share', '0', '%'),
('placed_design', 'dp_slack', '3.35', 'ns'),
('synth', 'flops_latches_synth', '377', ''),
('finish', 'area_delta_synth_final', '13.2', '%'),
('synth', 'yosys.area_share.adder', '9.77', '%'),
('power', 'power_leakage', '8.94', 'nW'),
('sta', 'maxSlewHeadroom', '40.2', '%'),
('placed_design', 'port_buffers', '11', ''),
('worst_setup_path', 'critical_path_peak_fanout', '3', ''),
('route', 'dr.first_iter.drc_count', '935', ''),
('worst_setup_path', 'arrival', '5.66', 'ns'),
('synth', 'netlist-cell-type-count', '88', ''),
('sta', 'totalNegativeSetupSlack', '0', 'ns'),
('sta', 'final.hold.worst_slack', '0.0693', 'ns'),
('route', 'antenna_violating_nets_post_route', '0', ''),
('route', 'detailroute.via_count', '14833', ''),
('synth', 'synth.area.top_cells', 'sky130_fd_sc_hd__dfxtp_1, sky130_fd_sc_hd__edfxtp_1, sky130_fd_sc_hd__ha_1', ''),
('die', 'die_h', '225', 'µm'),
('power', 'cellPowerDensity', '437', 'nW/µm²'),
('route', 'n_antenna_cell', '0', ''),
('run', 'max_cap_violations', '0', ''),
('sta', 'timing.final.setup_violations', '0', ''),
('die', 'ioPinCount', '12', ''),
('sta', 'untimed_endpoints', '77', ''),
('synth', 'ys_sh_xor', '2.90', '%'),
('synth', 'postSynth.topFlopCell', 'sky130_fd_sc_hd__dfxtp_1', ''),
('finish', 'layout-drive-gt1-share', '9.78', '%'),
('placed_design', 'final_weighted_congestion_in_routability_driven_placement', '0.917', ''),
('sta', 'final.setup.worst_slack', '2.97', 'ns'),
('worst_setup_path', 'worstSetupEndpointType', 'clock gate', ''),
('worst_setup_path', 'reg2reg_from', 'z1.S1.out[12]', ''),
('route', 'wl_per_cell', '15.6', 'µm'),
('synth', 'largest_area_cell', 'sky130_fd_sc_hd__dfxtp_1', ''),
('grt', 'gr-usage-all-layers', '18.1', '%'),
('worst_setup_path', 'critPathRequiredTime', '8.63', 'ns'),
('route', 'drc_errors', '0', ''),
('synth', 'enable_flop_cells', '146', ''),
('synth', 'syn-mean-instance-area', '9.65', 'µm²'),
('grt', 'grt_pass1_wl', '71900', 'µm'),
('cts', 'cts_post_setup_buffers_inserted', '0', ''),
('worst_setup_path', 'setup.worst_path.class', 'flip-flop to clock gate', ''),
('sta', 'skew', '0.0568', 'ns');
==> state kept, by name, summed over array words and instances (netlist names), 11 cells and up <==
name	flops
z1.A6.M	13
z1.P4.out	13
z1.A6.Q	13
z1.P1.out	13
z1.A5.Q	11
z1.A2.A	11
z1.P3.out	13
z1.A3.Q	11
z1.B1.A	13
z1.P2.out	13
z1.B1.M	13
z1.A5.A	11
z1.A4.Q	11
z1.S1.out	13
z1.A2.Q	11
z1.A3.A	11
z1.B1.Q	13
z1.A4.A	11
z1.A6.A	14
==> path summary, 6_finish.rpt <==
check	depth (start not counted)	end	slack, ns
hold reg to reg	0	z1.S1.out[8]	0.34
hold / removal	7	clock gate	0.07
min in group clk0	0	z1.S1.out[8]	0.34
max in group clk0	19	z1.A6.M[11]	3.33
setup / recovery	9	clock gate	2.97
setup reg to reg	19	z1.A6.M[11]	3.33
==> critical path: stages, from the launching register on <==
cell and delay [ns]:
sky130_fd_sc_hd__dfxtp_1 0.35, sky130_fd_sc_hd__dlygate4sd3_1 0.56, sky130_fd_sc_hd__dlygate4sd3_1 0.54, sky130_fd_sc_hd__dlygate4sd3_1 0.57, sky130_fd_sc_hd__o21ai_0 0.09, sky130_fd_sc_hd__dlygate4sd3_1 0.56, sky130_fd_sc_hd__dlygate4sd3_1 0.57, sky130_fd_sc_hd__dlygate4sd3_1 0.57
sky130_fd_sc_hd__dlygate4sd3_1 0.58, sky130_fd_sc_hd__dlygate4sd3_1 0.60
==> cells by family after synthesis <==
group,after synthesis
flops,366
fa+ha+maj,144
buf+inv,252
mux,78
latches,11
compound gates,497
simple gates,649
xor+xnor,66
==> power breakdown <==
group	switching, mW	total [mW]	leakage (nW)	internal (mW)
Sequential	0.512	3.09	3.31	2.58
Combinational	2.63	4.69	4.84	2.06
Clock	0.790	2.07	0.800	1.28
==> Yosys cell counts (28+ instances only) <==
cell type / instances
sky130_fd_sc_hd__dfxtp_1: 220
sky130_fd_sc_hd__nand2_1: 207
sky130_fd_sc_hd__nor2_1: 153
sky130_fd_sc_hd__inv_1: 148
sky130_fd_sc_hd__edfxtp_1: 146
sky130_fd_sc_hd__a21oi_1: 122
sky130_fd_sc_hd__ha_1: 121
sky130_fd_sc_hd__clkbuf_1: 87
sky130_fd_sc_hd__o21ai_0: 87
sky130_fd_sc_hd__mux2_2: 67
sky130_fd_sc_hd__nand3_1: 63
sky130_fd_sc_hd__nor3_1: 47
sky130_fd_sc_hd__xnor2_1: 45
sky130_fd_sc_hd__a311oi_1: 34
sky130_fd_sc_hd__nor2b_1: 33
sky130_fd_sc_hd__and3_1: 32
sky130_fd_sc_hd__a211oi_1: 31
sky130_fd_sc_hd__a31oi_1: 28
==> per-layer routing <==
layer / share of wire [%] / track usage [%] / vias up
met2: 45 / 26.5 / 298
met5: 0.058 / 0 / -
li1: - / - / 7465
met3: 5.8 / 4.79 / 67
met4: 2.2 / 3.71 / 4
met1: 47 / 28.0 / 6999
==> per-stage QoR <==
stage	cells	power [mW]	utilization, %	instance area (µm²)
after global routing	2770	10.7	45.9	22500
after CTS	2770	9.94	45.9	22500
final	2770	9.85	45.9	22500
after floorplan	2063	6.67	-	19900
after detailed placement	2665	7.74	42.2	20700
after global placement	2665	7.67	42.2	20700
==> cell type report <==
cell class	instances	area (µm²)	share of cell area (%)
flip-flops and latches	377	8960	39.8
inverters	151	567	2.51
multi-input cells	1434	10000	44.5
well taps	664	831	3.69
clock inverters	11	179	0.794
clock buffers	75	1470	6.52
repair buffers	58	510	2.27
==> layout by cell type (no fill, tap or decap), types with 9 or more instances in the layout <==
cell type	instances
sky130_fd_sc_hd__clkbuf_1	16
sky130_fd_sc_hd__dlxtn_1	9
sky130_fd_sc_hd__a21oi_1	122
sky130_fd_sc_hd__nor3_1	47
sky130_fd_sc_hd__a311oi_1	34
sky130_fd_sc_hd__o311ai_0	9
sky130_fd_sc_hd__a21o_1	11
sky130_fd_sc_hd__ha_1	121
sky130_fd_sc_hd__or2_2	17
sky130_fd_sc_hd__and2_1	16
sky130_fd_sc_hd__clkdlybuf4s50_1	11
sky130_fd_sc_hd__or3_1	14
sky130_fd_sc_hd__nand3_1	63
sky130_fd_sc_hd__xor2_1	21
sky130_fd_sc_hd__a211oi_1	31
sky130_fd_sc_hd__clkbuf_16	53
sky130_fd_sc_hd__dlygate4sd3_1	19
sky130_fd_sc_hd__buf_4	28
sky130_fd_sc_hd__o21ai_0	86
sky130_fd_sc_hd__a22o_1	21
sky130_fd_sc_hd__a31oi_1	28
sky130_fd_sc_hd__mux2_2	67
sky130_fd_sc_hd__nand2_1	207
sky130_fd_sc_hd__o211ai_1	22
sky130_fd_sc_hd__nand2b_1	22
sky130_fd_sc_hd__o21a_1	16
sky130_fd_sc_hd__fa_1	20
sky130_fd_sc_hd__dfxtp_1	220
sky130_fd_sc_hd__nor2b_1	33
sky130_fd_sc_hd__and3_1	32
sky130_fd_sc_hd__a22oi_1	15
sky130_fd_sc_hd__xnor2_1	45
sky130_fd_sc_hd__inv_1	148
sky130_fd_sc_hd__nor2_1	153
sky130_fd_sc_hd__edfxtp_1	146
==> what timing repair did <==
action	in CTS	in global routing
hold endpoints to repair	2	0
gates resized	0	0
endpoints found under the setup margin	0	0
hold buffers	19	0
Power figures rest on the tool's default switching activity, not on a simulated workload.
